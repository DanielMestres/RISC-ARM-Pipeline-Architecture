==> flow/design.v <==
module reg_PC(PC_out, PC_in, LE, CLK, CLR);
    output reg [31:0] PC_out;
    input [31:0] PC_in;
    input LE, CLK, CLR;          
    always @ (posedge CLK, posedge CLR) begin
        if(CLR) PC_out <= 32'b00000000000000000000000000000000;
        else if(LE) PC_out <= PC_in;
    end
endmodule
==> flow/run.sh <==
#!/bin/bash
# OpenROAD 26Q1-2900-gdf79404cd8, Yosys 0.63+post, stock flow scripts
make -C /OpenROAD-flow-scripts/flow DESIGN_CONFIG=/design/flow/config.mk WORK_HOME=/design/flow/orfs finish
==> flow/config.mk <==
export PLATFORM = sky130hd
export DESIGN_NAME = reg_PC
export DESIGN_NICKNAME = reg_PC
export VERILOG_FILES = /design/flow/design.v
export SDC_FILE = /design/flow/constraint.sdc
export NUM_CORES = 4
export LEC_CHECK = 1
export CORE_UTILIZATION = 30
==> flow/constraint.sdc <==
current_design reg_PC

set clk_period 1.5
set clk_io_pct 0.2

create_clock -name clk0 -period $clk_period [get_ports {CLK}]

set non_clock_inputs [all_inputs -no_clocks]
set_input_delay [expr $clk_period * $clk_io_pct] -clock clk0 $non_clock_inputs
set_output_delay [expr $clk_period * $clk_io_pct] -clock clk0 [all_outputs]
==> flow_summary.toml <==
# synthesis and place-and-route metrics
[outcome]
status = "finished, final reports clean"

[flow_run]
drv_cap = 0
warning_count = 25

[final_layout]
fillers = 365
utilization_pct = 49.2
largest_register_ffs = 32
area_growth_pct = 57.9
lay_top_cells = "65 x clkdlybuf4s50_1, 32 x dfrtp_1, 30 x mux2_4"
reg_top3 = "PC_out: 32 flops"
regMostFlops = "PC_out"
lay_top_count = "clkdlybuf4s50_1"
drive_gt1_share_pct = 30.5

[floorplanning]
dieHeight_um = 69.1
core_area_sq_mm = 0.00432
rows = 24
initCoreUtil_pct = 31.2
chipArea_sq_mm = 0.00477
dieWidth_um = 69.1
io_pins = 67

[routing]
drtPass1Iterations = 6
n_antenna_cell = 0
vias = 809
wl_um = 2370
drtIter0Drc = 15
drc_errors = 0
drtAntennaViolNets = 0
routed_via_density = 4.19
wire_per_inst_um = 12.3

[setup_path]
endpoint_kind = "output port"
critPathMaxStageDelay_ns = 0.48
path_class = "register to output port"
crit_slowest_cell = "clkdlybuf4s50_1"
crit_family = "buffers and inverters"
required_ns = 1.20
worstRegToRegCells = 1
crit_start = "PC_out[28]$_DFFE_PP0P_"
regToRegStartpoint = "PC_out[10]$_DFFE_PP0P_"
critPathMaxFanout = 2
path_cells = "clkdlybuf4s50_1"
arrival_ns = 1.11
crit_buf_inv = 1
crit_path_start_kind = "register"
cp.depth = 1

[logic_synthesis]
netlist_instances = 69
ys_ff = 32
yosys-stat-area_sq_mm = 0.00135
yosysWarnings = 1
yosysSeqAreaShare_pct = 59.4
syn_avg_cell_area_sq_um = 19.5
synth_area_sq_mm = 0.00135
yosys_cells = 69
yosysUniqueCellTypes = 6

[power]
peakVddDrop_mv = 0.607
leakage_nw = 0.961
powerDensity_mw_per_mm2 = 986

[final_timing]
fin_crit_ns = 1.41
finalClockSkew_ns = 0
fmax_ghz = 0.712
rsz0062_at_grt = "false"
relSlewSlack_pct = 83.4
setup_tns_ns = 0
setup_viol = 0
drv_slew = 0
finalHoldViolCount = 0
post-route-period-util_pct = 93.7
tightest_slew_ns = 0.249

[place]
port_buffers = 66
gp_congestion = 0.713
dp_hpwl_um = 1650

[min_path]
hp-class = "input pin to asynchronous set/reset pin"

[clocking]
cts_buffers = 5
cts_resized = 0
path_clk_slew_ns = 0.06
insertion_delay_ns = 0.27
cts_tree = "done"
cts.sinks = 32
htree_levels = 2
holdBufCountCts = 0
cts-root-buf = "clkbuf_8"
clk_path_buf_depth = 2
cts_setup_buffers = 0

[global_routing]
grt_usage_pct = 10.6
grt_pass1_vias = 845
grt_pass1_wl_um = 3960
grt-ovfl-total = 0
grt_max_degree = 33
antenna_found_initial = 0
-- cells by family after synthesis --
group,count (synthesis),share of synthesized area (%)
buffers and inverters,5,5.57
DFF,32,59.4
muxes,32,35.1
-- final timing paths --
check / end / slack (ns)
worst max-delay path: PC_out[28] / 0.09
worst min-delay path: PC_out[7]$_DFFE_PP0P_ / 0.35
worst max register to register: PC_out[10]$_DFFE_PP0P_ / 0.73
worst min register to register: PC_out[15]$_DFFE_PP0P_ / 0.51
max in group asynchronous: PC_out[17]$_DFFE_PP0P_ / 0.91
min in group clk0: PC_out[15]$_DFFE_PP0P_ / 0.51
-- synthesized netlist by cell type --
| library cell | count | area [sq um] |
|---|---|---|
| mux2_4 | 30 | 450 |
| buf_6 | 1 | 11.3 |
| inv_1 | 1 | 3.75 |
| buf_12 | 3 | 60.1 |
| dfrtp_1 | 32 | 801 |
| mux2_2 | 2 | 22.5 |
-- final cells by class --
| class | instances | area [sq um] | area share [%] |
|---|---|---|---|
| flip-flops and latches | 32 | 801 | 37.6 |
| repair buffers | 69 | 691 | 32.4 |
| multi-input cells | 32 | 473 | 22.2 |
| clock buffers | 7 | 96.3 | 4.52 |
| well taps | 52 | 65.1 | 3.06 |
| inverters | 1 | 3.75 | 0.176 |
-- layer usage --
layer,GRT usage [%],wire [um],up-vias,part of all wire [%]
li1,-,-,377,-
met1,16.7,1110,385,47
met2,14.5,979,44,41
met3,4.60,260,3,11
met4,1.13,27,0,1.1
met5,0,0,-,0
-- metrics by stage --
step | hold slack (ns) | area (sq um) | setup slack, ns | power [mW] | std cells
2_1_floorplan | 0.416 | 1350 | 0.509 | 1.17 | 69
3_3_place_gp | 0.495 | 2030 | 0.366 | 1.44 | 186
3_5_place_dp | 0.492 | 2030 | 0.348 | 1.44 | 186
4_1_cts | 0.345 | 2130 | 0.0743 | 2.14 | 193
5_1_grt | 0.367 | 2130 | 0.0176 | 2.22 | 193
6_report | 0.349 | 2130 | 0.0947 | 2.10 | 193
-- power by group --
group          leakage, nW  internal [mW]  switching [mW]
sequential           0.374          0.951          0.0480
combinational        0.536          0.344          0.0812
clock               0.0503          0.407           0.268
No activity file was given, so power comes from the tool's default toggle rates.
