## design/flow/run.sh

```bash
#!/bin/bash
# OpenROAD 26Q1-2900-gdf79404cd8, Yosys 0.63+post, stock flow scripts
make -C /OpenROAD-flow-scripts/flow DESIGN_CONFIG=/design/flow/config.mk WORK_HOME=/design/flow/orfs finish
```

## design/flow/config.mk

```make
export PLATFORM = sky130hd
export DESIGN_NAME = Adder
export DESIGN_NICKNAME = Adder
export VERILOG_FILES = /design/flow/design.v
export SDC_FILE = /design/flow/constraint.sdc
export NUM_CORES = 4
export LEC_CHECK = 1
export CORE_AREA = 10 10 94 94
export DIE_AREA = 0 0 104 104
```

## design/flow/constraint.sdc

```tcl
current_design Adder

set clk_period 24.1
set clk_io_pct 0.2

create_clock -name clk0 -period $clk_period

set non_clock_inputs [all_inputs -no_clocks]
set_input_delay [expr $clk_period * $clk_io_pct] -clock clk0 $non_clock_inputs
set_output_delay [expr $clk_period * $clk_io_pct] -clock clk0 [all_outputs]
```

## design/flow/design.v

```verilog
module Adder (
    output reg [31:0] Output,
    input [31:0] inputA,
    input [31:0] inputB
);
    always@ (inputA, inputB) begin
        Output = inputA + inputB;
    end
endmodule
```

==> flow_summary.rst <==
Implementation results
======================

.. list-table::
   :header-rows: 1

   * - Metric
     - Value
   * - Outcome
     - finished clean
   * - Unrepaired setup endpoints after global routing
     - no
   * - Worst Setup Slack, final
     - 11.47 ns
   * - Total antenna diodes in the routed design
     - 0
   * - Max-slew violation count
     - 0
   * - Slew Limit Headroom
     - 0.6503
   * - Min Hold Slack
     - 10.67 ns
   * - Share of the core filled with cells in the final layout
     - 0.4071
   * - Total negative slack
     - 0 ns
   * - Die area
     - 0.01082 mm^2
   * - Element type at the critical path end
     - output port
   * - Routed WL per cell
     - 13.83 um
   * - Die Span Y
     - 104 um
   * - Mapped cell area
     - 0.001744 mm^2
   * - Initial antenna violation count
     - 0
   * - Post-route DRC violation count
     - 0
   * - Post-Layout Inst Area
     - 0.002781 mm^2
   * - Source of the critical timing path
     - inputA[0]
   * - Final Cycle Share
     - 0.5240
   * - Total global routing overflow
     - 0
   * - Final std cells w/o fill
     - 422
   * - Power consumption
     - 80.16 uW
   * - Count of final setup violators
     - 0
   * - Syn Inst Count
     - 241
   * - Via Count
     - 2092
   * - Total placed instance area
     - 0.002781 mm^2
   * - Tool warning count
     - 32
   * - Via count of the first global-routing pass
     - 2108
   * - Worst Setup Path Type
     - in -> out
   * - Boundary Pins
     - 96
   * - Largest net degree at the start of global routing
     - 11
   * - Count of sequential standard cells
     - 0
   * - Final Hold Fails
     - 0
   * - Slew @ Worst Pin
     - 0.5114 ns
   * - Number of antenna-violating nets in the routed design
     - 0
   * - Post-CTS resize count
     - 0
   * - Final HPWL from detailed placement
     - 5140 um
   * - Share of synthesized area occupied by flip-flops and latches
     - 0
   * - Chip area estimate from yosys synthesis
     - 0.001744 mm^2
   * - Min-delay worst type
     - in -> out
   * - WP data required
     - 19.28 ns
   * - Routability congestion estimate from global placement
     - 0.8223
   * - Via density per instance
     - 4.957
   * - Clock buf count
     - 0
   * - FP Util
     - 0.2553
   * - CORE AREA
     - 0.006832 mm^2
   * - Number of distinct standard cells referenced by the synthesized netlist
     - 50
   * - Cell count in the Yosys report
     - 241
   * - All-layer global routing usage
     - 0.1023
   * - F_max
     - 79.19 MHz
   * - CP endpoint
     - Output[26]
   * - Post-Syn Area per Cell
     - 7.237 um^2
   * - Final Critical Period
     - 12.63 ns
   * - Wire length of the first global-routing pass
     - 9742 um
   * - Count of maximum capacitance violations
     - 0
   * - HP Start
     - inputB[0]
   * - Leakage
     - 1.176 nW
   * - Post-Place Setup Slack
     - 11.48 ns
   * - Signed area change from the synthesized netlist to the final layout
     - 59.47%
   * - Worst EP arrival
     - 7.81 ns
   * - Fraction of final layout cells sized beyond drive strength 1
     - 0.03067
   * - IO buf count
     - 96
   * - Largest driver fanout on the critical path
     - 4
   * - Wirelength, routed
     - 5838 um
   * - Area taken by flip-flops and latches
     - 0 um^2
   * - Kind of start point of the critical path
     - primary input
   * - Initial DRC count
     - 78
   * - Power per Cell Area
     - 28.82 mW/mm^2
   * - Standard-cell row count
     - 30
   * - Number of placed instances, taps included
     - 422
   * - Die Span X
     - 104 um
   * - Number of buffers inserted to repair setup after CTS
     - 0
   * - Number of buffers added to fix hold violations after cts
     - 0
   * - First-pass detailed-route iteration total
     - 4
   * - Warning count from the yosys run
     - 1
   * - Maximum vdd drop
     - 0.01189 mV
==> layout make-up <==
cell class	count	area (um^2)
Timing Repair Buffer	96	960.9
Fill cell	718	4050
Tap cell	96	120.1
Inverter	6	22.52
Multi-Input combinational cell	224	1678
==> worst max-delay path, cell delays in order <==
cell	delay, ns
sky130_fd_sc_hd__clkdlybuf4s50_1	0.41
sky130_fd_sc_hd__ha_1	0.24
sky130_fd_sc_hd__fa_1	0.41
sky130_fd_sc_hd__a21o_1	0.22
sky130_fd_sc_hd__a31o_2	0.28
sky130_fd_sc_hd__nand3_1	0.10
sky130_fd_sc_hd__o221ai_1	0.25
sky130_fd_sc_hd__a311oi_1	0.35
sky130_fd_sc_hd__o21bai_1	0.11
sky130_fd_sc_hd__xor2_1	0.14
sky130_fd_sc_hd__clkdlybuf4s50_1	0.49
==> logic make-up after synthesis <==
group / after synthesis / share of synthesized area
compound gates: 97 / 0.3931
xor+xnor: 28 / 0.1406
mux: 2 / 0.01148
fa+ha+maj: 32 / 0.2339
simple gates: 65 / 0.1829
buf+inv: 17 / 0.03802
==> synthesized netlist by cell type (3+ instances only) <==
master | number | share of area
sky130_fd_sc_hd__a31oi_1 | 3 | 0.011
sky130_fd_sc_hd__nand2_1 | 18 | 0.039
sky130_fd_sc_hd__o21ai_0 | 13 | 0.037
sky130_fd_sc_hd__a211oi_1 | 3 | 0.013
sky130_fd_sc_hd__clkbuf_1 | 8 | 0.017
sky130_fd_sc_hd__a21oi_1 | 29 | 0.083
sky130_fd_sc_hd__or2_2 | 3 | 0.011
sky130_fd_sc_hd__xnor2_1 | 13 | 0.065
sky130_fd_sc_hd__nor3_1 | 4 | 0.011
sky130_fd_sc_hd__nand3_1 | 10 | 0.029
sky130_fd_sc_hd__nor2_1 | 12 | 0.026
sky130_fd_sc_hd__inv_1 | 6 | 0.013
sky130_fd_sc_hd__a21o_1 | 19 | 0.082
sky130_fd_sc_hd__ha_1 | 31 | 0.22
sky130_fd_sc_hd__o21bai_1 | 4 | 0.017
sky130_fd_sc_hd__o211ai_1 | 3 | 0.013
sky130_fd_sc_hd__nand4_1 | 8 | 0.029
sky130_fd_sc_hd__xor2_1 | 15 | 0.075
==> cell usage in the layout (no fill, tap or decap), types with 2 or more instances in the layout <==
master                             n
sky130_fd_sc_hd__a211oi_1          3
sky130_fd_sc_hd__a21o_1           19
sky130_fd_sc_hd__a21oi_1          29
sky130_fd_sc_hd__a311oi_1          2
sky130_fd_sc_hd__a31oi_1           3
sky130_fd_sc_hd__clkdlybuf4s50_1  96
sky130_fd_sc_hd__ha_1             31
sky130_fd_sc_hd__inv_1             6
sky130_fd_sc_hd__mux2i_1           2
sky130_fd_sc_hd__nand2_1          18
sky130_fd_sc_hd__nand2b_1          2
sky130_fd_sc_hd__nand3_1          10
sky130_fd_sc_hd__nand4_1           8
sky130_fd_sc_hd__nor2_1           12
sky130_fd_sc_hd__nor3_1            4
sky130_fd_sc_hd__o211ai_1          3
sky130_fd_sc_hd__o21a_1            2
sky130_fd_sc_hd__o21ai_0          13
sky130_fd_sc_hd__o21bai_1          4
sky130_fd_sc_hd__o221ai_1          2
sky130_fd_sc_hd__o311ai_1          2
sky130_fd_sc_hd__or2_2             3
sky130_fd_sc_hd__xnor2_1          13
sky130_fd_sc_hd__xor2_1           15
==> report_power, final <==
part           total (mW)  switching [mW]  internal, mW
Combinational      0.0802          0.0319        0.0483
Clock                   0               0             0
Sequential              0               0             0
Total              0.0802          0.0319        0.0483
==> routing by layer <==
layer | global-route usage | vias up | part of all wire
li1 | - | 1093 | -
met1 | 0.1452 | 945 | 0.51
met2 | 0.1689 | 54 | 0.45
met3 | 0.01504 | 0 | 0.044
met4 | 0 | 0 | 0
met5 | 0 | - | 0
==> worst min path at each step <==
stage                 slack, ns  cells past startpoint         to
after CTS                 10.67                      3  Output[0]
after global routing      10.71                      3  Output[0]
final                     10.67                      3  Output[0]
No activity file was given, so power comes from the tool's default toggle rates.
